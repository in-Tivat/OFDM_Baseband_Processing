[/design/flow/constraint.sdc]
current_design arp_ctrl

set clk_period 3.3
set clk_io_pct 0.2

create_clock -name clk0 -period $clk_period [get_ports {clk}]

set non_clock_inputs [all_inputs -no_clocks]
set_input_delay [expr $clk_period * $clk_io_pct] -clock clk0 $non_clock_inputs
set_output_delay [expr $clk_period * $clk_io_pct] -clock clk0 [all_outputs]
[/design/flow/config.mk]
export PLATFORM = sky130hd
export DESIGN_NAME = arp_ctrl
export DESIGN_NICKNAME = arp_ctrl
export VERILOG_FILES = /design/flow/design.v
export SDC_FILE = /design/flow/constraint.sdc
export NUM_CORES = 4
export LEC_CHECK = 1
export CORE_UTILIZATION = 30
[/design/flow/design.v]
module arp_ctrl(
    input                clk        ,  
    input                rst_n      ,  
    input                touch_key  ,  
    input                arp_send_on  ,
    input                arp_send_done,
    input                recv_arp_pkt ,
    input                recv_arp_type,  
    output  reg          arp_tx_en    ,  
    output  reg          arp_type      
    );
 localparam  KEY_WAIT_TIME = 2500_000;
reg         touch_key_d0;
reg         touch_key_d1;
reg  [21:0]  cnt;
wire        pos_touch_key;   
assign pos_touch_key = cnt==KEY_WAIT_TIME;
always @(posedge clk or negedge rst_n) begin
    if(!rst_n) begin
        touch_key_d0 <= 1'b0;
        touch_key_d1 <= 1'b0;
    end
    else begin
        touch_key_d0 <= touch_key;
        touch_key_d1 <= touch_key_d0;
    end
end
    always @(posedge clk or negedge rst_n) begin
        if(!rst_n)  begin
            cnt  <= 0; 
        end  
        else if( (cnt==KEY_WAIT_TIME) || (~touch_key_d1 & touch_key_d0) || touch_key )  begin
            cnt   <= 0; 
        end
        else  if( touch_key_d1 & ~touch_key_d0) begin 
            cnt  <= 1; 
        end
        else  if( cnt>0) begin 
            cnt  <= cnt + 1'b1; 
        end
    end
always @(posedge clk or negedge rst_n) begin
    if(!rst_n) begin
        arp_tx_en <= 1'b0;
        arp_type <= 1'b0;
    end
    else begin
        if( pos_touch_key && ~arp_send_on) begin   
            arp_tx_en <= 1'b1;           
            arp_type <= 1'b1;
        end
        else if((recv_arp_pkt == 1'b1) && (recv_arp_type == 1'b1)) begin
            arp_tx_en <= 1'b1;
            arp_type <= 1'b0;  
        end
        else
            arp_tx_en <= 1'b0;
    end
end
endmodule
[/design/flow/run.sh]
#!/bin/bash
# OpenROAD 26Q1-2900-gdf79404cd8, Yosys 0.63+post, stock flow scripts
make -C /OpenROAD-flow-scripts/flow DESIGN_CONFIG=/design/flow/config.mk WORK_HOME=/design/flow/orfs finish
==> flow_summary.toml <==
# yosys + openroad results
[status]
status = "complete, no violations"

[floorplan]
rows = 24
fp.dieH_um = 70.0
fp_util_pct = 31.6
die_x_um = 70.0
core_area_um2 = 4380
io_pins = 9
chip_area_um2 = 4900

[place]
post-dp-hpwl_um = 1810
gp_congestion = 0.850
placed_area_um2 = 1500
pre_cts_ws_ps = 1230
io_buffers = 7

[worst_setup_path]
cp.required_ps = 3490
crit_fanout = 7
path_class = "reg2reg"
end_kind = "flop"
worstPathArrival_ps = 2330
start_kind = "flop"

[final_timing]
setup_slack_ps = 1160
rsz0062_at_grt = "false"
finalHoldViolations = 0
fin_setup_tns_ps = 0
min_period_ps = 2140
timing.slew.headroom_pct = 69.3
drv_slew = 0
finalSetupViolCount = 0
max_freq_mhz = 468
worst_pin_slew_ps = 456
finalClockPeriodUsage_pct = 64.7
clock_skew_ps = 1.76

[clock_tree]
root_buffer = "clkbuf_8"
cts_tree = "built"
cts.path.max_buffers = 2
ctsResizeCount = 0
numCtsBuffers = 3
clk_latency_ps = 260
post-cts-setup-buffers = 0
cts.clk_slew.worst_paths_ps = 90
cts_hold_buf = 0
numClockSinks = 26
cts_max_level = 1

[synthesis]
synth_cell_type_count = 35
synth_flops = 26
ys_warn_count = 1
postSynthAreaPerCell_um2 = 9.43
edf_count = 0
synth_chip_area_um2 = 1390
postSynthSeqShare_pct = 46.9
postSynth.asyncResetShare_pct = 100
top_area_share_pct = 46.9
top_cell = "dfrtp_1"
area_leaders = "dfrtp_1 (47%), xnor2_1 (6.3%), nor2_1 (4.3%)"
syn_inst = 147
yosys_cells = 147
top_area_cell = "dfrtp_1"
ff_type = "dfrtp_1"
top_cells_by_count = "dfrtp_1 (26), nor2_1 (16), xnor2_1 (10)"
synth_area_um2 = 1390

[run]
tool_warnings = 27
cap_violations = 0

[route]
routed_wl_um = 2550
antennaDiodeCount = 0
drt_iter0_markers = 132
drt_pass1_iterations = 4
antenna_left = 0
vias_per_cell = 5.22
post-route-drc-count = 0
vias = 1080
wl_per_cell_um = 12.3

[grt]
grtUsageTotal_pct = 11.8
grt_pass1_wl_um = 4690
grt_overflow = 0
grt_max_degree = 27
grt_pass1_vias = 1011
grt_antenna_before_repair = 0

[layout]
syn_to_final_growth_pct = 12.3
stdcell_area_um2 = 1560
fin_util_pct = 35.5
drive_above_1_share_pct = 7.74
n_fill_cell = 433

[power_and_ir_drop]
p_leak_nw = 0.607
powerDensity_nw_per_um2 = 361
irDropWorstVdd_mv = 0.142

[hold_path]
hp-class = "reg2reg"
[metal layers]
metal	track usage, %	vias to the layer above	share of wire, %
met5	0	-	0
met1	19.8	502	50
met3	1.90	2	5.9
li1	-	540	-
met2	17.0	36	43
met4	1.33	0	0.55
[stage by stage]
step                cells  hold WS (ps)  power (W)
floorplan             147           364   0.000350
global placement      203           422   0.000368
detailed placement    203           434   0.000370
global route          207           482   0.000586
finish                207           451   0.000562
CTS                   207           454   0.000572
[critical path, stage by stage (launching register included)]
cell and delay, ps:
dfrtp_1 440, ha_1 310, nand3_1 160, or4_1 620, or3_1 390, a21oi_1 140
[report_power, final]
group | total, W | switching [W] | leakage (nW) | internal [W]
Combinational | 0.0000374 | 0.0000220 | 0.222 | 0.0000154
Clock | 0.000200 | 0.0000935 | 0.0288 | 0.000106
Sequential | 0.000325 | 0.00000356 | 0.357 | 0.000321
Total | 0.000562 | 0.000119 | 0.607 | 0.000443
[kinds of logic (layout without fill, tap and decap cells)]
logic type,after synthesis,in the layout,share of synthesized area [%]
xor+xnor,13,13,8.21
fa+ha+maj,2,2,1.80
compound gates,23,23,9.30
buf+inv,11,19,4.15
flops,26,26,46.9
simple gates,72,72,29.6
[cell type report]
class / count / area [µm²] / share of cell area [%]
Clock buffer: 4 / 55.1 / 3.54
Inverter: 6 / 22.5 / 1.45
Multi-Input combinational cell: 110 / 678 / 43.6
Sequential cell: 26 / 651 / 41.8
Tap cell: 52 / 65.1 / 4.18
Timing Repair Buffer: 9 / 85.1 / 5.47
[cell usage in the layout, fill, tap and decap left out, types with 3 or more instances in the layout]
cell,count
xor2_1,3
clkbuf_8,4
inv_1,6
xnor2_1,10
or3_1,5
nand3_1,9
nand2_1,9
nor3_1,4
clkdlybuf4s50_1,7
o21ai_0,9
dfrtp_1,26
nor2_1,16
nor4_1,7
a21oi_1,9
nand4_1,5
[flip-flops by register name, summed over array words and instances, names as in the netlist]
name / cells
cnt: 22
touch_key_d1: 1
arp_type: 1
arp_tx_en: 1
touch_key_d0: 1
[path summary, 6_finish.rpt]
path,cells after the start,from,to,slack (ps)
max in group asynchronous,2,rst_n,cnt[4],2290
setup reg to reg,5,cnt[1],cnt[16],1160
hold reg to reg,0,touch_key_d0,touch_key_d1,450
hold / removal,0,touch_key_d0,touch_key_d1,450
min in group asynchronous,2,rst_n,cnt[18],760
setup / recovery,5,cnt[1],cnt[16],1160
No activity file was given, so power comes from the tool's default toggle rates.
