### design.v
`timescale 1ns / 1ps 
module   LTS_generator(  
    input                   clk         ,   
    input                   rst_n       ,   
    input                   Tx_Clr      ,   
    input                   Start_En    ,
    output reg [7:0]        LTS_Im      ,
    output reg [7:0]        LTS_Re      ,
    output reg              LTS_Vld     ,
    output reg [7:0]        LTS_Index   ,
    output reg              LTS_Done             
);                 
    reg  [15:0] Long_Mem [63:0];
    reg  [6:0]  i,j;
    wire        LTS_Req;
    assign LTS_Req = Start_En || (LTS_Index>0);
    always @(posedge clk or negedge rst_n) begin
        if(~rst_n) begin   
            Long_Mem[0]  <= {8'b00101000 , 8'b00000000};
	        Long_Mem[1]  <= {8'b11111111 , 8'b11100001};
	        Long_Mem[2]  <= {8'b00001010 , 8'b11100100};
	        Long_Mem[3]  <= {8'b00011001 , 8'b00010101};
	        Long_Mem[4]  <= {8'b00000101 , 8'b00000111};
	        Long_Mem[5]  <= {8'b00001111 , 8'b11101010};
	        Long_Mem[6]  <= {8'b11100011 , 8'b11110010};
	        Long_Mem[7]  <= {8'b11110110 , 8'b11100101};
	        Long_Mem[8]  <= {8'b00011001 , 8'b11111001};
	        Long_Mem[9]  <= {8'b00001110 , 8'b00000001};
	        Long_Mem[10] <= {8'b00000000 , 8'b11100011};
	        Long_Mem[11] <= {8'b11011101 , 8'b11110100};
	        Long_Mem[12] <= {8'b00000110 , 8'b11110001};
	        Long_Mem[13] <= {8'b00001111 , 8'b11111100};
	        Long_Mem[14] <= {8'b11111010 , 8'b00101001};
	        Long_Mem[15] <= {8'b00011111 , 8'b11111111};
	        Long_Mem[16] <= {8'b00010000 , 8'b11110000};
	        Long_Mem[17] <= {8'b00001001 , 8'b00011001};
	        Long_Mem[18] <= {8'b11110001 , 8'b00001010};
	        Long_Mem[19] <= {8'b11011110 , 8'b00010001};
	        Long_Mem[20] <= {8'b00010101 , 8'b00011000};
	        Long_Mem[21] <= {8'b00010010 , 8'b00000100};
	        Long_Mem[22] <= {8'b11110001 , 8'b00010101};
	        Long_Mem[23] <= {8'b11110010 , 8'b11111010};
	        Long_Mem[24] <= {8'b11110111 , 8'b11011001};
	        Long_Mem[25] <= {8'b11100001 , 8'b11111100};
	        Long_Mem[26] <= {8'b11011111 , 8'b11111011};
	        Long_Mem[27] <= {8'b00010011 , 8'b11101101};
	        Long_Mem[28] <= {8'b11111111 , 8'b00001110};
	        Long_Mem[29] <= {8'b11101000 , 8'b00011101};
	        Long_Mem[30] <= {8'b00010111 , 8'b00011011};
	        Long_Mem[31] <= {8'b00000011 , 8'b00011001};
	        Long_Mem[32] <= {8'b11011000 , 8'b00000000};
	        Long_Mem[33] <= {8'b00000011 , 8'b11100111};
	        Long_Mem[34] <= {8'b00010111 , 8'b11100101};
	        Long_Mem[35] <= {8'b11101000 , 8'b11100011};
	        Long_Mem[36] <= {8'b11111111 , 8'b11110010};
	        Long_Mem[37] <= {8'b00010011 , 8'b00010011};
	        Long_Mem[38] <= {8'b11011111 , 8'b00000101};
	        Long_Mem[39] <= {8'b11100001 , 8'b00000100};
	        Long_Mem[40] <= {8'b11110111 , 8'b00100111};
	        Long_Mem[41] <= {8'b11110010 , 8'b00000110};
	        Long_Mem[42] <= {8'b11110001 , 8'b11101011};
	        Long_Mem[43] <= {8'b00010010 , 8'b11111100};
	        Long_Mem[44] <= {8'b00010101 , 8'b11101000};
	        Long_Mem[45] <= {8'b11011110 , 8'b11101111};
	        Long_Mem[46] <= {8'b11110001 , 8'b11110110};
	        Long_Mem[47] <= {8'b00001001 , 8'b11100111};
	        Long_Mem[48] <= {8'b00010000 , 8'b00010000};
	        Long_Mem[49] <= {8'b00011111 , 8'b00000001};
	        Long_Mem[50] <= {8'b11111010 , 8'b11010111};
	        Long_Mem[51] <= {8'b00001111 , 8'b00000100};
	        Long_Mem[52] <= {8'b00000110 , 8'b00001111};
	        Long_Mem[53] <= {8'b11011101 , 8'b00001100};
	        Long_Mem[54] <= {8'b00000000 , 8'b00011101};
	        Long_Mem[55] <= {8'b00001110 , 8'b11111111};
	        Long_Mem[56] <= {8'b00011001 , 8'b00000111};
	        Long_Mem[57] <= {8'b11110110 , 8'b00011011};
	        Long_Mem[58] <= {8'b11100011 , 8'b00001110};
	        Long_Mem[59] <= {8'b00001111 , 8'b00010110};
	        Long_Mem[60] <= {8'b00000101 , 8'b11111001};
	        Long_Mem[61] <= {8'b00011001 , 8'b11101011};
	        Long_Mem[62] <= {8'b00001010 , 8'b00011100};
	        Long_Mem[63] <= {8'b11111111 , 8'b00011111};
            LTS_Vld <= 0;
            LTS_Index <=  0;
            LTS_Done <= 0;
            LTS_Re <= 0;
            LTS_Im <= 0;
            i <= 0;
            j <= 0;
           end  
        else if( Tx_Clr  ) begin 
            i <= 0;
            j <= 0;
            LTS_Vld <= 0;
            LTS_Index <= 0;
            LTS_Done <= 0;
        end
        else if( LTS_Req && (LTS_Index<161) ) begin
            LTS_Index <= LTS_Index + 1;
            LTS_Vld <=  1'b1; 
            if(i==0)    begin
                if(j==31) begin 
                    j <= 0;
                    i <= i+ 1; 
                    LTS_Re <= Long_Mem[j+32][15:8];  
                    LTS_Im <= Long_Mem[j+32][7:0];
                end
                else  begin
                    if(i==0 && j==0) begin
                        LTS_Re <= 8'b11101100;  
                        LTS_Im <= Long_Mem[j+32][7:0];
                    end
                    else begin
                        LTS_Re <= Long_Mem[j+32][15:8];  
                        LTS_Im <= Long_Mem[j+32][7:0];
                    end
                    j <= j + 1;
                end
            end
            else if( i==1 || i==2 )    begin
                if(j==63) begin 
                    j <= 0;
                    i <= i+ 1; 
                    LTS_Re <= Long_Mem[j][15:8];  
                    LTS_Im <= Long_Mem[j][7:0];
                end
                else  begin 
                    LTS_Re <= Long_Mem[j][15:8];  
                    LTS_Im <= Long_Mem[j][7:0]; 
                    j <= j + 1;
                end
            end
            else begin   
                LTS_Re <= Long_Mem[0][15:8]>>1;  
                LTS_Im <= Long_Mem[0][7:0]>>1; 
                LTS_Done <= 1'b1;
            end
        end 
        else begin 
            LTS_Vld <= 1'b0;
        end
    end
endmodule          
`timescale 1ns / 1ps 
module   STS_generator(  
    input                   clk         ,   
    input                   rst_n       ,   
    input                   Tx_Clr      ,   
    input                   Start_En    ,
    output reg [7:0]        STS_Im      ,
    output reg [7:0]        STS_Re      ,
    output reg              STS_Vld     ,
    output reg [7:0]        STS_Index   ,
    output reg              STS_Done             
);                 
    reg  [15:0] Short_Mem [15:0];
    reg  [3:0]  i,j;
    wire        STS_Req;
    assign STS_Req = Start_En || (STS_Index>0);
    always @(posedge clk or negedge rst_n) begin
        if(~rst_n) begin   
            Short_Mem[0]  <= {8'b00001100,8'b00001100};
            Short_Mem[1]  <= {8'b11011110,8'b00000001};
            Short_Mem[2]  <= {8'b11111101,8'b11101100};
            Short_Mem[3]  <= {8'b00100100,8'b11111101};
            Short_Mem[4]  <= {8'b00011000,8'b00000000};
            Short_Mem[5]  <= {8'b00100100,8'b11111101};
            Short_Mem[6]  <= {8'b11111101,8'b11101100};
            Short_Mem[7]  <= {8'b11011110,8'b00000001};
            Short_Mem[8]  <= {8'b00001100,8'b00001100};
            Short_Mem[9]  <= {8'b00000001,8'b11011110};
            Short_Mem[10] <= {8'b11101100,8'b11111101};
            Short_Mem[11] <= {8'b11111101,8'b00100100};
            Short_Mem[12] <= {8'b00000000,8'b00011000};
            Short_Mem[13] <= {8'b11111101,8'b00100100};
            Short_Mem[14] <= {8'b11101100,8'b11111101};
            Short_Mem[15] <= {8'b00000001,8'b11011110};
            STS_Vld <= 0;
            STS_Index <=  0;
            STS_Done <= 0;
            STS_Re <= 0;
            STS_Im <= 0;
            i <= 0;
            j <= 0;
           end  
        else if( Tx_Clr  ) begin 
            i <= 0;
            j <= 0;
            STS_Vld <= 0;
            STS_Index <= 0;
            STS_Done <= 0;
        end
        else if( STS_Req && (STS_Index<161) ) begin
            STS_Index <= STS_Index + 1;
            STS_Vld <=  1'b1; 
            if(i<10)    begin
                if(j==15) begin 
                    j <= 0;
                    i <= i+ 1; 
                    STS_Re <= Short_Mem[j][15:8];  
                    STS_Im <= Short_Mem[j][7:0];
                end
                else  begin
                    if(i==0 && j==0) begin
                        STS_Re <= Short_Mem[j][15:8]>>1;  
                        STS_Im <= Short_Mem[j][7:0]>>1; 
                    end
                    else begin
                        STS_Re <= Short_Mem[j][15:8];  
                        STS_Im <= Short_Mem[j][7:0];
                    end
                    j <= j + 1;
                end
            end
            else begin   
                STS_Re <= Short_Mem[0][15:8]>>1;  
                STS_Im <= Short_Mem[0][7:0]>>1; 
                STS_Done <= 1'b1;
            end
        end 
        else begin 
            STS_Vld <= 1'b0;
        end
    end
endmodule          
`timescale 1ns / 1ps 
module   symbol_train(  
    input               clk         ,   
    input               rst_n       ,   
    input               Tx_Clr      ,   
    input               Start_En    ,
    output  [7:0]       Train_Im    ,
    output  [7:0]       Train_Re    ,
    output              Train_Vld   ,
    output  [8:0]       Train_Index ,
    output              Train_Done           
);              
    wire                STS_Start_En;
 (* mark_debug = "true" *)   wire    [7:0]       STS_Im      ;
 (* mark_debug = "true" *)   wire    [7:0]       STS_Re      ;
 (* mark_debug = "true" *)   wire                STS_Vld     ;
    wire    [7:0]       STS_Index   ;
    wire                STS_Done    ;
    wire                LTS_Start_En;
 (* mark_debug = "true" *)   wire    [7:0]       LTS_Im      ;
 (* mark_debug = "true" *)   wire    [7:0]       LTS_Re      ;
 (* mark_debug = "true" *)   wire                LTS_Vld     ;      
    wire    [7:0]       LTS_Index   ;
    wire                LTS_Done    ;
    STS_generator  u_STS
    (
        .clk                (clk            ),
        .rst_n              (rst_n          ),
        .Tx_Clr             (Tx_Clr         ),
        .Start_En           (STS_Start_En   ),
        .STS_Im             (STS_Im         ),
        .STS_Re             (STS_Re         ),
        .STS_Vld            (STS_Vld        ),
        .STS_Index          (STS_Index      ),
        .STS_Done           (STS_Done       )
    );
    LTS_generator  u_LTS
    (
        .clk                (clk            ),
        .rst_n              (rst_n          ),
        .Tx_Clr             (Tx_Clr         ),
        .Start_En           (LTS_Start_En   ),
        .LTS_Im             (LTS_Im         ),
        .LTS_Re             (LTS_Re         ),
        .LTS_Vld            (LTS_Vld        ),
        .LTS_Index          (LTS_Index      ),
        .LTS_Done           (LTS_Done       )
    );
    assign Train_Im = STS_Vld ? STS_Im : LTS_Vld ? LTS_Im : 8'b0 ; 
    assign Train_Re = STS_Vld ? STS_Re : LTS_Vld ? LTS_Re : 8'b0 ; 
    assign Train_Vld = STS_Vld ? 1'b1 : LTS_Vld ? 1'b1 : 1'b0;
    assign Train_Index = STS_Index + LTS_Index;
    assign Train_Done = LTS_Done;
    assign STS_Start_En = Start_En;
    assign LTS_Start_En = STS_Done;
endmodule          
### run.sh
#!/bin/bash
# OpenROAD 26Q1-2900-gdf79404cd8, Yosys 0.63+post, stock flow scripts
make -C /OpenROAD-flow-scripts/flow DESIGN_CONFIG=/design/flow/config.mk WORK_HOME=/design/flow/orfs finish
### config.mk
export PLATFORM = sky130hd
export DESIGN_NAME = symbol_train
export DESIGN_NICKNAME = symbol_train
export VERILOG_FILES = /design/flow/design.v
export SDC_FILE = /design/flow/constraint.sdc
export NUM_CORES = 4
export LEC_CHECK = 1
export CORE_UTILIZATION = 40
### constraint.sdc
current_design symbol_train

set clk_period 4.0
set clk_io_pct 0.2

create_clock -name clk0 -period $clk_period [get_ports {clk}]

set non_clock_inputs [all_inputs -no_clocks]
set_input_delay [expr $clk_period * $clk_io_pct] -clock clk0 $non_clock_inputs
set_output_delay [expr $clk_period * $clk_io_pct] -clock clk0 [all_outputs]
==> run notes <==
run metrics: Critical R2R Launch=u_LTS.j[0], Seq share, synth=25.32%, grt ovf=0, Floorplan Utilization=41.00%, Pre-antenna DRT Iters=7, Flop area=1807 um^2, Max Slew Vio Count=0, CTS Root Buffer Type=clkbuf_16, die width=135.4 um, Worst Path Arrival=2810 ps, register share of total power=30.2%, # H-tree levels=3, crit-path max FO=7, post-CTS resize count=0, Core Region=17360 um^2, Pleak=3.364 nW, post-synthesis async set-or-reset flop share=100.0%, Int Pwr=2.061 mW, Num CTS Buffers=9, endpoints failing setup=0, Clock power frac=25.7%, CTS clk-pin slew, worst paths=60 ps, routed len/inst=24.30 um, tool warnings=37, footprint of the multi-input gates=4820 um^2, Pwr per Cell Area=433.4 nW/um^2, total number of vias=7771, Synth flops=72, EDFF count, synth=0, final WL=29.23 mm, CP Launch Type=register, via-per-instance ratio=6.460, Tmin final=3606 ps, WP data required=3200 ps, Comb power frac=44.1%, outcome=completed, type of the setup path with the least slack=reg -> out, pin count of the biggest net entering global routing=47, worst vdd ir=0.3025 mV, Layout Skew=4.322 ps, # rows=48, Top FF cell, synth=dfrtp_1, GPL Wtd Cong=1.071, Rel. slew slack=36.08%, HPWL Detailed=21.78 mm, die area=18330 um^2, first-pass GRT wire length=44.61 mm, share of cells above drive strength 1=8.180%, cell area after synthesis=7117 um^2, cells after synthesis=979, area grow syn2layout=11.92%, io pins=31, worst-margin pin slew=934.6 ps, synth warn=4, DRC=0, total power=3.452 mW, Post-Route Setup TNS=0 ps, initial antenna violation count=0, Filler cells=1751, Hold Path Class=in -> async, Buffers on Ports=30, DRT antenna net count=0, # Max-Cap Violations=0, syn_area_per_cell=7.269 um^2, Setup crit end kind=primary output, DR iter-0 viols=823, Antenna Cells=0, Max Root-Sink Buffers=2, DIE HEIGHT=135.4 um, sw frac=40.31%, Tcrit/Tclk final=90.14%, cell area after layout=7965 um^2, CTS tree=yes, most frequent logic cell in the layout=nand2_1, most frequent logic cells in the routed design=nand2_1, nor2_1, o21ai_0, cts hold-fix bufs=0, Final Hold Vio Count=0, # Cells Yosys=979, GRT Util Overall=33.52%, yosys stat area=7117 um^2, vias in the first global route=7290, fmax=0.2773 GHz, # Post-CTS Setup Buffers=0, RSZ-0062 raised after global routing=no, Placed Area=7634 um^2, CTS Sinks=72, latest clock arrival within the worst-skew pair=340 ps, Net Switching=1.391 mW, Synth cell types=80, CP startpoint=u_STS.STS_Index[0]
## per-stage QoR
| step | util (%) | hold slack, ps | setup WS [ps] | std cells |
|---|---|---|---|---|
| floorplan | - | 438.4 | 1167 | 979 |
| global placement | 43.98 | 450.9 | 773.5 | 1187 |
| detailed placement | 43.98 | 461.5 | 761.3 | 1187 |
| CTS | 45.89 | 368.6 | 382.5 | 1203 |
| global route | 45.89 | 387.7 | 126.5 | 1203 |
| finish | 45.89 | 363.2 | 394.4 | 1203 |
## routing by layer
layer  up-vias  wire [um]  GRT usage (%)
li1       3568          -              -
met1      3674      13050          50.99
met2       418      11660          43.76
met5         -         52          2.222
met4         2       1710          17.42
met3       109       2758          8.286
## flip-flops by register name, indices dropped and copies added (netlist names)
signal,flops
u_STS.STS_Im,8
u_LTS.i,7
u_LTS.j,7
u_STS.j,4
u_LTS.LTS_Re,7
u_LTS.LTS_Done,1
u_STS.STS_Re,8
u_STS.STS_Vld,1
u_LTS.LTS_Index,8
u_STS.STS_Index,8
u_LTS.LTS_Im,7
u_STS.STS_Done,1
u_STS.i,4
u_LTS.LTS_Vld,1
## worst max-delay path, cell delays in order (launching register included)
cell and delay, ps:
dfrtp_1 480, ha_1 220, inv_1 60, fa_1 390, nor2b_1 120, o21ai_0 90, a21boi_0 230, o21ai_0 110
nand2b_1 110, a21o_1 120, a21o_1 100, clkdlybuf4s50_1 440
## cell families (layout without fill, tap and decap cells)
family	Yosys count	in the layout	share of synthesized area, %
xor+xnor	26	26	3.200
mux	7	7	0.9846
flops	72	72	25.32
simple gates	419	419	29.68
fa+ha+maj	27	27	4.852
compound gates	309	309	28.94
buf+inv	119	118	7.032
## Yosys cell counts (all sizes together), types with 15 or more instances
| cell | count | area share [%] |
|---|---|---|
| a21oi | 65 | 4.6 |
| nand3 | 35 | 2.6 |
| inv | 30 | 1.6 |
| o21ai | 72 | 5.1 |
| ha | 26 | 4.6 |
| dfrtp | 72 | 25 |
| nand2 | 114 | 6.0 |
| buf | 35 | 2.6 |
| nor2 | 99 | 5.2 |
| nor2b | 27 | 2.4 |
| nor3 | 29 | 2.1 |
| clkbuf | 54 | 2.8 |
| nand2b | 15 | 1.3 |
| a22o | 18 | 2.2 |
## worst paths after layout
kind                       cells past startpoint               to  slack, ps
max reg2reg                                   10  u_LTS.LTS_Re[0]        660
max                                           11   Train_Index[8]        390
min in group clk0                              2  u_STS.STS_Re[1]        470
min                                            1  u_STS.STS_Im[0]        360
min reg2reg                                    2  u_STS.STS_Re[1]        470
max in group asynchronous                      2       u_LTS.j[3]       2680
## layout make-up
cell class	count	area share, %
sequential	72	22.68
clock buffer	11	3.173
inverter	30	1.414
tap	225	3.534
timing repair buffer	72	7.697
multi-input combinational	788	60.51
clock inverter	5	0.9896
## power by group through the flow
stage     registers, mW  clock network, mW  logic (mW)
4_1_cts            1.04              0.908        1.49
5_1_grt            1.06              0.929        1.67
6_report           1.04              0.888        1.52
Power is estimated from default activity; no workload was simulated.
