==> design/flow/design.v <==
`timescale 1ns / 1ps 
module spram_64
(
    input           rst_n,
	input			clka,  
	input			wea,
	input [5:0]		addra,
	input [7:0] 	dina,
	output[7:0] 	douta,
	input			clkb,
	input			web,
	input [5:0]		addrb,
	input [7:0]  	dinb,
	output[7:0] 	doutb
);
    integer i;
	reg [7:0]	int_mem [63:0]; 
	reg  [7:0]	out_mema;
	reg  [7:0]	out_memb;
	always @ (posedge clka  )
		begin
            if (wea)
				begin
					int_mem[addra] <= dina;
				end
			else
				begin
					out_mema <= int_mem[addra];
				end
		end
	always @ (posedge clkb)
		begin
			if (web)
				begin
					int_mem[addrb] <= dinb;
				end
			else
				begin
					out_memb <= int_mem[addrb];
				end
		end
	assign douta = (wea)? 8'b0 : out_mema;
	assign doutb = (web)? 8'b0 : out_memb;
endmodule
module cp_add(
        input                   clk         ,
        input                   rst_n       ,
        input       [7:0]       Din_Re      ,
        input       [7:0]       Din_Im      ,
        input                   Din_En      ,
        input       [5:0]       Din_Index   ,
        output reg  [7:0]       Dout_Re     ,
        output reg  [7:0]       Dout_Im     ,
        output reg              Dout_Vld        	
    );		 
    wire        wen1;                 
	wire        wen2;                 
    reg         Flag_Spam;
    reg         rd_ram_en;
    reg  [5:0]  rd_ram_addr;
    reg  [5:0]  rd_data_cnt;
    reg  [7:0]  First_Re1; 
    reg  [7:0]  First_Im1; 
    reg  [7:0]  First_Re2; 
    reg  [7:0]  First_Im2; 
    wire [7:0]  dout_Re1;        
	wire [7:0]  dout_Im1;
	wire [7:0]  dout_Re2;
	wire [7:0]  dout_Im2;
	assign wen1 = Din_En&&(~Flag_Spam);
	assign wen2 = Din_En&&Flag_Spam; 
    spram_64  spram_Re1(
        .rst_n          (rst_n          )  ,
	    .clka           (clk            )  , 
	    .wea            (wen1           )  ,
	    .addra          (Din_Index      )  ,
	    .dina           (Din_Re         )  ,
	    .douta          (               )  , 
	    .clkb           (clk            )  ,
	    .web            (1'b0       )  ,
	    .addrb          (rd_ram_addr    )  ,
	    .dinb           (               )  ,
	    .doutb          (dout_Re1       )  
    );
    spram_64  spram_Im1(
        .rst_n          (rst_n          )  ,
	    .clka           (clk            )  , 
	    .wea            (wen1           )  ,
	    .addra          (Din_Index      )  ,
	    .dina           (Din_Im         )  ,
	    .douta          (               )  , 
	    .clkb           (clk            )  ,
	    .web            (1'b0       )  ,
	    .addrb          (rd_ram_addr    )  ,
	    .dinb           (               )  ,
	    .doutb          (dout_Im1       )  
    );
    spram_64  spram_Re2(
        .rst_n          (rst_n          )  ,
	    .clka           (clk            )  , 
	    .wea            (wen2           )  ,
	    .addra          (Din_Index      )  ,
	    .dina           (Din_Re         )  ,
	    .douta          (               )  , 
	    .clkb           (clk            )  ,
	    .web            (1'b0       )  ,
	    .addrb          (rd_ram_addr    )  ,
	    .dinb           (               )  ,
	    .doutb          (dout_Re2       )  
    );
    spram_64  spram_Im2(
        .rst_n          (rst_n          )  ,
	    .clka           (clk            )  , 
	    .wea            (wen2           )  ,
	    .addra          (Din_Index      )  ,
	    .dina           (Din_Im         )  ,
	    .douta          (               )  , 
	    .clkb           (clk            )  ,
	    .web            (1'b0     )  ,
	    .addrb          (rd_ram_addr    )  ,
	    .dinb           (               )  ,
	    .doutb          (dout_Im2       )  
    );
    always@(posedge clk or negedge rst_n ) begin
        if(!rst_n) begin
            Flag_Spam  <= 0;  
        end    
        else  if( Din_Index ==63 ) begin    
            Flag_Spam  <= ~Flag_Spam;  
        end 
    end
    always@(posedge clk or negedge rst_n ) begin
        if(!rst_n) begin
            rd_ram_en  <= 0;  
        end    
        else  if( Din_Index==62 ) begin    
            rd_ram_en  <= 1'b1;  
        end   
        else  if( rd_data_cnt>=63  ) begin    
            rd_ram_en  <= 1'b0;  
        end 
    end
    always@(posedge clk or negedge rst_n ) begin
        if(!rst_n) begin
            rd_ram_addr  <= 0;  
        end     
        else  if( rd_ram_en || (Din_Index==63)  ) begin    
            rd_ram_addr  <= rd_ram_addr + 1'b1;  
        end 
        else begin 
            rd_ram_addr <= 0;
        end
    end
    always@(posedge clk or negedge rst_n ) begin
        if(!rst_n) begin
            rd_data_cnt  <= 0;  
        end      
        else  if( rd_ram_en  ) begin    
            rd_data_cnt  <= rd_ram_addr;  
        end 
        else begin 
            rd_data_cnt  <= 0;
        end
    end
    always@(posedge clk or negedge rst_n ) begin
        if(!rst_n) begin
            First_Re1 <= 0;
            First_Im1 <= 0;
            First_Re2 <= 0;
            First_Im2 <= 0;
        end      
        else  if( Din_Index==0  ) begin    
            case(Flag_Spam)
            0:begin 
                First_Re1 <= Din_Re;
                First_Im1 <= Din_Im;
            end
            1:begin 
                First_Re2 <= Din_Re;
                First_Im2 <= Din_Im;
            end
            endcase
        end
    end
    always@(posedge clk or negedge rst_n ) begin
        if(!rst_n) begin
            Dout_Re  <= 0;
            Dout_Im  <= 0;
            Dout_Vld <= 0; 
        end      
        else  if( Din_Index == 48 ) begin    
            Dout_Vld <= 1;
            case(Flag_Spam)  
            0:begin 
                Dout_Re <= (First_Re2 + Din_Re)>>1; 
                Dout_Im <= (First_Im2 + Din_Im)>>1; 
            end
            1:begin 
                Dout_Re <= (First_Re1 + Din_Re)>>1;
                Dout_Im <= (First_Im1 + Din_Im)>>1;
            end
            endcase
        end
        else  if( Din_Index>48  ) begin    
            Dout_Re  <= Din_Re;
            Dout_Im  <= Din_Im;
            Dout_Vld <= 1; 
        end 
        else  if( rd_ram_en ) begin    
            Dout_Vld <= 1; 
            case(Flag_Spam) 
            0:begin 
                Dout_Re <= dout_Re2;  
                Dout_Im <= dout_Im2;  
            end
            1:begin 
                Dout_Re <= dout_Re1;
                Dout_Im <= dout_Im1;
            end
            endcase  
        end 
        else begin 
            Dout_Vld <= 1'b0;
        end
    end
endmodule
==> design/flow/run.sh <==
#!/bin/bash
# OpenROAD 26Q1-2900-gdf79404cd8, Yosys 0.63+post, stock flow scripts
make -C /OpenROAD-flow-scripts/flow DESIGN_CONFIG=/design/flow/config.mk WORK_HOME=/design/flow/orfs finish
==> design/flow/config.mk <==
export PLATFORM = sky130hd
export DESIGN_NAME = cp_add
export DESIGN_NICKNAME = cp_add
export VERILOG_FILES = /design/flow/design.v
export SDC_FILE = /design/flow/constraint.sdc
export NUM_CORES = 4
export LEC_CHECK = 1
export CORE_UTILIZATION = 30
==> design/flow/constraint.sdc <==
current_design cp_add

set clk_period 50.9
set clk_io_pct 0.2

create_clock -name clk0 -period $clk_period [get_ports {clk}]

set non_clock_inputs [all_inputs -no_clocks]
set_input_delay [expr $clk_period * $clk_io_pct] -clock clk0 $non_clock_inputs
set_output_delay [expr $clk_period * $clk_io_pct] -clock clk0 [all_outputs]
==> impl_metrics.json <==
{
  "placed_cell_area_mm2": 0.0879,
  "synth_cell_types": 60,
  "place_inst": 7399,
  "tightest_slew_ns": 1.14,
  "skew_ns": 0.0381,
  "hold_class": "flop to flop",
  "final.setup.tns_ns": 0,
  "start_kind": "input pin",
  "fin_area_mm2": 0.0947,
  "cp-end-kind": "flop",
  "lay_top_cells": "edfxtp_1, mux4_2, buf_4, clkbuf_16, nor2_1",
  "critPathMaxStageDelay_ns": 0.69,
  "synth_flop_count": 2143,
  "cts_buffers": 201,
  "fillers": 24800,
  "p_seq_share_pct": 42.3,
  "clk_latency_ns": 0.85,
  "synth_stat.cells": 3751,
  "synthCells": 3751,
  "tool_warnings": 26,
  "grt_pass1_vias": 42600,
  "peakVddDrop_mv": 0.0338,
  "ys_chip_area_mm2": 0.0824,
  "crit_path_start": "Din_Index[5]",
  "port-buffer-count": 41,
  "clk_pin_slew_worst_paths_ns": 0.06,
  "dr.pass1.iters": 23,
  "vias_per_cell": 5.04,
  "grt_antenna_before_repair": 8,
  "comb_power_share_pct": 25.9,
  "ys.warnings.count": 2,
  "hp-start": "First_Im2[3]",
  "cts-resized-gates": 0,
  "async_reset_ff_share_pct": 2.94,
  "criticalPathCategory": "input pin to flop",
  "final.setup.worst_slack_ns": 38.00,
  "whs_ns": 0.502,
  "p_per_area_mw_per_mm2": 50.8,
  "cts_tree": "done",
  "overflow": 0,
  "lay_top_count": "edfxtp_1",
  "cts_root_buf": "clkbuf_16",
  "synth.avg_cell_area_um2": 22.0,
  "cp.arrival_ns": 13.45,
  "die-area_mm2": 0.277,
  "h-tree-depth": 4,
  "grt_pass1_wl_mm": 303,
  "pre_cts_ws_ns": 37.24,
  "fmax_mhz": 77.5,
  "rsz0062_at_grt": "no",
  "final_cells": 7779,
  "setup_viol": 0,
  "cts_hold_buf": 0,
  "fin_crit_ns": 12.90,
  "rows": 192,
  "fp.dieW_um": 526,
  "clkPwrFrac_pct": 31.8,
  "drive_gt1_share_pct": 27.4,
  "status": "completed",
  "fp_util_pct": 30.2,
  "p_sw_w": 0.00144,
  "edf_count": 2048,
  "track_usage_pct": 16.3,
  "relSlewSlack_pct": 22.9,
  "routedWlPerCell_um": 26.9,
  "drv_cap": 0,
  "hpwl_mm": 128,
  "finalHoldViolCount": 0,
  "r2r_start": "rd_ram_addr[0]",
  "crit_required_ns": 51.45,
  "flop_cell": "edfxtp_1",
  "cts_buffer_depth": 3,
  "antenna_left": 0,
  "syn_area_mm2": 0.0824,
  "die_y_um": 526,
  "timing.final.crit_share_pct": 25.4,
  "syn_to_final_growth_pct": 14.8,
  "drc": 0,
  "clock_sinks": 2143,
  "num_vias": 39200,
  "crit_fanout": 20,
  "critPathSlowestCell": "and2_1",
  "power_leakage_nw": 29.5,
  "core_area_mm2": 0.273,
  "dr.first_iter.drc_count": 2556,
  "swShare_pct": 30.0,
  "grt_max_degree": 88,
  "post_cts_buffers": 0,
  "p_int_w": 0.00336,
  "ys_seq_share_pct": 77.3,
  "slew_viol_final": 0,
  "wl_mm": 209,
  "path_cells": "clkdlybuf4s50_1, and2_1, nand2b_1, or3_1, nor2_1, buf_4",
  "io_pins": 42,
  "gp_congestion": 0.934
}
[registers in the layout, summed over array words and instances, names as in the netlist, 512 cells and up]
signal / cells
spram_Im1.int_mem: 512
spram_Im2.int_mem: 512
spram_Re1.int_mem: 512
spram_Re2.int_mem: 512
[path summary, 6_finish.rpt]
| path | to | slack, ns | cells past startpoint |
|---|---|---|---|
| worst min register to register | First_Im2[3] | 0.50 | 1 |
| worst max-delay path | spram_Re1.int_mem[51][7] | 38.00 | 6 |
| worst min-delay path | First_Im2[3] | 0.50 | 1 |
| max in group asynchronous | rd_ram_addr[1] | 40.71 | 2 |
| worst max register to register | spram_Im1.out_memb[6] | 45.84 | 9 |
| min in group asynchronous | First_Im1[3] | 9.17 | 1 |
[metal layers]
metal | wire, µm | track usage (%) | vias up | share of wire (%)
met2 | 97900 | 24.3 | 2168 | 47
met3 | 33200 | 12.0 | 360 | 16
met4 | 7520 | 4.56 | 14 | 3.6
met1 | 69900 | 18.7 | 20300 | 33
met5 | 259 | 0.589 | - | 0.12
li1 | - | - | 16400 | -
[power groups by stage]
stage	combinational, W	clock [W]	sequential [W]
final	0.00124	0.00153	0.00203
after global routing	0.00133	0.00162	0.00204
after CTS	0.00126	0.00155	0.00203
[metrics by stage]
step	utilization, %	total power (W)
global placement	32.2	0.00332
floorplan	-	0.00286
global route	34.6	0.00499
finish	34.6	0.00481
detailed placement	32.2	0.00332
CTS	34.6	0.00484
[kinds of logic (layout without fill, tap and decap cells)]
kind of cell             count (synthesis)  after routing  synth area share (%)
XOR/XNOR                                17             17                 0.181
flip-flops                            2143           2143                  77.3
buffers and inverters                  228            662                  1.58
other                                    0              5                     0
multiplexers                           650            650                  15.7
adder cells (fa/ha/maj)                 15             15                 0.246
AND-OR/OR-AND                          330            330                  2.90
AND/OR/NAND/NOR                        368            368                  2.07
[critical path, delay by kind of cell]
family	cells	cell delay, ns
buffers and inverters	2	0.96
and+or+nand+nor	4	2.28
[layout make-up]
type	instances	area, µm²	share of cell area (%)
diodes	5	12.5	0.0132
flip-flops and latches	2143	63700	67.3
multi-input cells	1380	17500	18.5
inverters	14	52.6	0.0555
clock buffers	240	5220	5.51
clock inverters	135	1510	1.59
repair buffers	273	2160	2.28
well taps	3589	4490	4.74
[synth_stat cells (all sizes together), types with 7 or more instances]
master	count	area, µm²
a211oi	23	173
a21oi	45	225
a221oi	48	420
a22o	27	236
a22oi	38	285
and2	11	68.8
and3	8	50.1
buf	119	886
clkbuf	95	360
dfrtp	63	1580
dfxtp	32	641
edfxtp	2048	61500
ha	13	163
inv	14	52.6
mux2	49	552
mux2i	89	891
mux4	512	11500
nand2	53	199
nand2b	12	75.1
nand3	21	105
nand3b	7	52.6
nor2	171	644
nor2b	31	194
nor3	33	176
o21ai	35	175
o221ai	31	272
o22ai	49	307
or3	9	56.3
xor2	12	105
Power is estimated from default activity; no workload was simulated.
